$ cat flow/config.mk
export PLATFORM = sky130hd
export DESIGN_NAME = branch_predictor_pc_based
export DESIGN_NICKNAME = branch_predictor_pc_based
export VERILOG_FILES = /design/flow/design.v
export SDC_FILE = /design/flow/constraint.sdc
export NUM_CORES = 4
export LEC_CHECK = 1
export CORE_UTILIZATION = 50
$ cat flow/constraint.sdc
current_design branch_predictor_pc_based

set clk_period 18.1
set clk_io_pct 0.2

create_clock -name clk0 -period $clk_period [get_ports {clk}]

set non_clock_inputs [all_inputs -no_clocks]
set_input_delay [expr $clk_period * $clk_io_pct] -clock clk0 $non_clock_inputs
set_output_delay [expr $clk_period * $clk_io_pct] -clock clk0 [all_outputs]
$ cat flow/design.v
`timescale 1ns / 1ps
module branch_predictor_pc_based(
    input clk,
    input reset,
    input branch,
    input branch_delayed,
    input alu_branch,
    input [31:0] pc,
    input [31:0] pc_2,
    input branch_o_delayed,
    output reg branch_predict,
    output branch_load_back
    );
    parameter N = 256;
    reg [1:0] branch_mem [N:0];
    reg [1:0] branch_mem_2 [N:0];
    integer i;
    reg [7:0] global_history;
    reg [6:0]predict;
    reg bpredict;
    reg [6:0] any_holder;
    reg [6:0] any_holder2;
    reg [6:0] any_holder3;
    reg [6:0] any_holder4;
    reg predict_holder_gshare, predict_holder_bimodal;
    assign branch_load_back = (branch_o_delayed != alu_branch);
     always@(*) begin
        if (reset == 1) begin
            branch_predict = 0;
            bpredict = 0;
        end
        else if (branch == 0)begin
            branch_predict = 0;
            bpredict = 0;
        end
        else begin
            predict = branch_mem_2[ pc[6:0] | global_history[6:0] ];
            any_holder = pc[6:0];
            any_holder3 = pc[6:0] ^ global_history;
            if (predict == 0 | predict == 1) begin
                bpredict = 0;
            end    
            else begin
                bpredict = 1;
            end
            if (branch_mem[pc[6:0]] == 0 | branch_mem[pc[6:0]] == 1) begin
                branch_predict = 0;
            end    
            else begin
                branch_predict = 1;
            end
        end
    end  
    reg [6:0] branch_holder;
    integer gshare=0,bimodal=0,m=0;
    always@(posedge clk) begin
        any_holder2 <= any_holder3;
        branch_holder <= pc[6:0];
        predict_holder_gshare <= bpredict;
        predict_holder_bimodal <= branch_predict;
        if (branch_delayed == 1)begin
            if (alu_branch == predict_holder_gshare)begin
                gshare = gshare +1;
            end
            if (alu_branch == predict_holder_bimodal) begin
                bimodal = bimodal + 1;
            end
            m = m + 1;
        end
        if (reset == 1) begin
            global_history <= 0;
            for (i=0;i<N+1;i=i+1) begin
                branch_mem[i] <= 1;
                branch_mem_2[i] <= 1;
            end
        end
        else begin
            if (branch_delayed == 1) begin
                global_history <= {global_history[6:0],predict_holder_gshare};
                if (alu_branch == 1) begin
                    case(branch_mem[branch_holder])
                        2'b00: begin
                             branch_mem[branch_holder] <= 2'b01;
                             end
                        2'b01: begin 
                             branch_mem[branch_holder] <= 2'b10;
                             end
                        2'b10: begin
                             branch_mem[branch_holder] <= 2'b11;
                             end
                        2'b11: begin
                             branch_mem[branch_holder] <= 2'b11;
                             end
                    endcase
                    case(branch_mem_2[any_holder2])
                        2'b00: begin
                             branch_mem_2[any_holder2] <= 2'b01;
                             end
                        2'b01: begin 
                             branch_mem_2[any_holder2] <= 2'b10;
                             end
                        2'b10: begin
                             branch_mem_2[any_holder2] <= 2'b11;
                             end
                        2'b11: begin
                             branch_mem_2[any_holder2] <= 2'b11;
                             end
                    endcase
                end
                else begin
                      case(branch_mem[branch_holder])
                        2'b00: begin 
                            branch_mem[branch_holder] <= 2'b00;
                            end
                        2'b01: begin 
                            branch_mem[branch_holder] <= 2'b00;
                            end
                        2'b10: begin 
                            branch_mem[branch_holder] <= 2'b01;
                            end
                        2'b11: begin 
                            branch_mem[branch_holder] <= 2'b10; 
                            end
                    endcase
                    case(branch_mem_2[any_holder2])
                        2'b00: begin 
                            branch_mem_2[any_holder2] <= 2'b00;
                            end
                        2'b01: begin 
                            branch_mem_2[any_holder2] <= 2'b00;
                            end
                        2'b10: begin 
                            branch_mem_2[any_holder2] <= 2'b01;
                            end
                        2'b11: begin 
                            branch_mem_2[any_holder2] <= 2'b10; 
                            end
                    endcase
                end  
            end
            else begin
            end
        end
    end
endmodule
$ cat flow/run.sh
#!/bin/bash
# OpenROAD 26Q1-2900-gdf79404cd8, Yosys 0.63+post, stock flow scripts
make -C /OpenROAD-flow-scripts/flow DESIGN_CONFIG=/design/flow/config.mk WORK_HOME=/design/flow/orfs finish
==> run notes <==
Item: results of the latest flow run.

- The class of the most critical setup path is primary input to primary output.
- Summed over all instances, the cell type with the most area after synthesis is edfxtp_1.
- The capture point of the worst path is branch_predict.
- The depth of the worst register-to-register path is 9.
- The areal power density over the cells is 87.88 mW/mm2.
- The highest net fanout along the worst path is 17.
- The global-route wire length before repair is 61.33 mm.
- The required time of the critical path is 14480 ps.
- The most used flip-flop cell is edfxtp_1.
- In this run the worst hold path is classified as register to register.
- The die boundary width is 173.7 um.
- For this run, design rule violations remaining after detail routing come to 0.
- The fraction of layout instances using a drive strength above 1 is 0.2241.
- The average wire per standard cell is 26.48 um.
- The share of Yosys cell area claimed by the top area cell type is 0.5213.
- The later-pin clock latency in the skew report is 550 ps.
- The placed wire-length estimate is 25.65 mm.
- The end of the worst register-to-register path is branch_mem[83][0].
- Per the run summary, max-cap violations total 0.
- Setup repair after global routing left no endpoint under its margin.
- The worst-case max-slew headroom was logged as 0.4107.
- The post-synthesis cell count is 1173.
- Yosys mapped a number of flops with a built-in enable equal to 256.
- Per the timing report, the achievable frequency comes out to 92.86 MHz.
- STA reports a reg2reg setup slack of 13470 ps.
- The synthesized chip area reported by yosys is 0.01475 mm2.
- The via count of the first global-routing pass is 9889.
- The number of I/O pins is 72.
- The CTS log lists the clock sinks for this run as 263.
- Using the TritonRoute via totals, the vias-per-cell ratio works out to 6.404.
- In the synthesized netlist, the cells that appear most often are edfxtp_1, mux4_2, nor2_1.
- In this run, the number of DRC markers left after iteration 0 of detailed routing was 772.
- The global router's overall resource usage is 0.3027.
- The floorplan step defined a core boundary enclosing 0.02886 mm2.
- For this design, Yosys synthesis ends with a cell count of 1173.
- STA classifies the critical path endpoint as a primary output.
- In the finished design, the share of the clock period the worst path needs comes to 0.5950.
- VDD sags by at most 68.32 uV.
- Data on the critical path arrives at its endpoint at 7150 ps.
- The pre-antenna-repair detailed-routing pass consisted of 6 iterations.
- Of the total power, registers draw 0.490.
- The script computed the net switching share of total power as 0.2358.
- The end-of-flow timing check tallies setup violations at 0.
- Entering global routing, the biggest net connects 68 pins.
- The clock-pin slew reported for the worst setup and hold paths after clock tree synthesis is 60 ps.
- The worst hold path was traced through 4 stages.
- In the final run the clock tree shows a worst skew of 15.86 ps.
- The element type at the critical path start is a primary input.
- Ranked by total cell area, the synthesized netlist is headed by edfxtp_1, mux4_2, o21bai_1.
- The final timing report lists a hold violation count of 0.
- Routability-driven placement finished with a final weighted congestion of 0.9600.
- Per the synth stats, the proportion of register bits with asynchronous set or reset is 0.
- The die covers 0.03019 mm2.
- The final timing report derives a shortest allowable period of 10770 ps.
- The leakage power summed over all cells is 5.144 nW.
- Summing over every cut layer, the via total after detailed routing is 9804.
- Counting distinct cell types in the post-synthesis netlist gives 52.
- Hold repair after CTS inserted 0 buffers.
- The max-slew violation count is 0.
- The floorplan step records an initial core utilization of 0.5111.
- In this run the critical register-to-register path is launched from branch_holder[0].
- The number of buffers added for setup after CTS is 0.
- Summing every instance area after synthesis gives 0.01475 mm2.
- The least setup slack across all paths after layout is 7331 ps.
- The number of nets with antenna violations after detailed routing is 0.
- The number of OpenROAD warnings is 82.
- The TritonCTS clock tree is built.
- Summed over all failing endpoints, the final setup total negative slack is 0 ps.
- The total net switching power is 0.3303 mW.
- The maximum count of clock buffers along a single path is 3.
- The run finished with clean final reports.
- For reference, the post-synthesis area per instance comes to 12.57 um2.
- Registers take 0.007836 mm2.
- The vertical die dimension is 173.7 um.
- The number of instances resized during post-cts repair is 0.
- The critical path startpoint is pc[0].
- The total wire length after detailed routing is 40.54 mm.
- The number of antenna violations at the first check in global routing is 0.
- The minimum setup slack after placement is 7331 ps.
- The yosys warning tally is 1.
- The actual slew at the worst max-slew pin is 880.6 ps.
- The count of port buffers added during placement is 14.
- The synthesis stats list as the most numerous cell edfxtp_1.
- Per the GRT congestion report, total overflow comes to 0.
- The number of filler cells placed in the layout is 2356.
- The portion of total power attributed to combinational logic is 0.095.
- The start point of the worst hold path is branch_holder[6].
- 0 antenna diodes ended up in the layout.
- The share of total power dissipated in the clock network is 0.415.
- The number of register bits inferred by synthesis is 263.
- The root buffer cell chosen for the clock tree is clkbuf_16.
- The total number of placement rows is 62.
- The sequential share of the synthesized area is 0.5308.
- The relative area change from synthesis to final layout is 8.093%.
- The internal power of the cells is 1.071 mW.
- Buffers inserted during clock tree synthesis total 30.
- Looking at the clock tree report, the H-tree level count equals 1.
- The total area of multi-input combinational cells is 0.006354 mm2.
-- worst min-delay path by stage --
stage / end / slack, ps
finish: branch_mem[99][0] / 870
CTS: branch_mem[99][0] / 870
global route: branch_mem[99][0] / 940
-- worst max-delay path, stage by stage --
cell,delay (ps)
buf_2,610
buf_4,510
mux4_2,610
mux4_2,510
mux4_2,530
mux2i_1,240
nor3b_1,80
clkdlybuf4s50_1,410
-- routing by layer --
layer  share of wire  global-route usage
met1            0.39              0.4676
met4           0.033             0.08114
met3           0.099              0.1096
met5               0                   0
met2            0.48              0.4520
-- cell type report --
| class | instances | area share |
|---|---|---|
| Sequential cell | 263 | 0.4916 |
| Multi-Input combinational cell | 788 | 0.3986 |
| Clock buffer | 43 | 0.05400 |
| Tap cell | 384 | 0.03014 |
| Timing Repair Buffer | 40 | 0.02025 |
| Clock inverter | 12 | 0.005259 |
| Inverter | 1 | 0.0002355 |
-- through the flow --
stage / area, um2 / instances / total power, mW / util / hold slack [ps]
final: 15940 / 1531 / 1.401 / 0.5524 / 871.4
after global routing: 15940 / 1531 / 1.440 / 0.5524 / 943.7
after CTS: 15940 / 1531 / 1.405 / 0.5524 / 872.4
after detailed placement: 15000 / 1476 / 0.8315 / 0.5197 / 854.5
after global placement: 15000 / 1476 / 0.8308 / 0.5197 / 853.6
after floorplan: 14750 / 1173 / 0.7905 / - / 831.3
-- registers in the layout, indices dropped and copies added, names as in the netlist --
name,count
branch_mem,256
branch_holder,7
-- placed cells by master (no fill, tap or decap), drive strengths merged, types with 3 or more instances in the layout --
cell type,count
clkinv,10
nor4,3
nand2b,68
mux4,103
nor2b,10
a21oi,63
buf,29
a21boi,65
a22oi,10
nor3,10
or2,66
o21ai,66
clkdlybuf4s50,11
nand2,87
mux2,4
nor2,88
dfxtp,7
clkbuf,43
nor3b,3
a211oi,4
o21bai,62
nand3,19
edfxtp,256
a31oi,5
mux2i,22
-- power by group through the flow --
stage	Clock, mW	Sequential [mW]	Combinational, mW
6_report	0.581	0.687	0.133
5_1_grt	0.611	0.689	0.140
4_1_cts	0.586	0.687	0.132
-- cell families (layout without fill, tap and decap cells) --
family / Yosys count / count (layout) / synth area share
simple gates: 368 / 368 / 0.1254
compound gates: 290 / 290 / 0.1278
flops: 263 / 263 / 0.5308
mux: 129 / 129 / 0.1753
buf+inv: 122 / 96 / 0.04021
xor+xnor: 1 / 1 / 0.0005940
Power is estimated from default activity; no workload was simulated.
