<file path="flow/design.v">
`timescale 1ns / 1ps
module main_memory(
    input clk,
    input reset,
    input [31:0] alu_result,
    input [3:0] mem_write,
    input [31:0] write_data,
    output reg [31:0] out
    );
    reg [31:0] mem [127:0];
    integer i;
    reg [31:0] write_data1, alu_result1;
    reg [3:0] mem_write1;
    reg [6:0] holder;
    initial begin
        for (i=0; i<128; i= i+1) begin
            mem[i] = i + 12;
        end
    end
    always@(posedge clk) begin
        if (reset == 1) begin
            out <= 0;
            write_data1 <= 0;
            alu_result1 <= 0;
            mem_write1 <= 0;
            holder <= 0;
        end
        else begin
            write_data1 <= write_data;
            alu_result1 <= alu_result;
            mem_write1 <= mem_write;
            holder <= alu_result[8:2];
            case(mem_write1)
                1: begin
                    mem[alu_result1[8:2]] <= write_data1;
                end    
                2: begin
                    mem[alu_result1[8:2]] <= {{16{1'b0}}, write_data1[15:0]};
                end
                3: begin
                    mem[alu_result1[8:2]] <= {{24{1'b0}},write_data1[7:0]};
                end 
            endcase
            out <= mem[alu_result[8:2]]; 
        end
    end
endmodule
</file>
<file path="flow/run.sh">
#!/bin/bash
# OpenROAD 26Q1-2900-gdf79404cd8, Yosys 0.63+post, stock flow scripts
make -C /OpenROAD-flow-scripts/flow DESIGN_CONFIG=/design/flow/config.mk WORK_HOME=/design/flow/orfs finish
</file>
<file path="flow/config.mk">
export PLATFORM = sky130hd
export DESIGN_NAME = main_memory
export DESIGN_NICKNAME = main_memory
export VERILOG_FILES = /design/flow/design.v
export SDC_FILE = /design/flow/constraint.sdc
export NUM_CORES = 4
export LEC_CHECK = 1
export CORE_UTILIZATION = 30
</file>
<file path="flow/constraint.sdc">
current_design main_memory

set clk_period 22.9
set clk_io_pct 0.2

create_clock -name clk0 -period $clk_period [get_ports {clk}]

set non_clock_inputs [all_inputs -no_clocks]
set_input_delay [expr $clk_period * $clk_io_pct] -clock clk0 $non_clock_inputs
set_output_delay [expr $clk_period * $clk_io_pct] -clock clk0 [all_outputs]
</file>
==> flow_metrics.rpt <==
IMPLEMENTATION SUMMARY REPORT
----------------------------------------------------
[Clock tree]
  CTS Hold Buffers Added ........................ 0
  Cts bufs inserted ........................ 419
  Number of H-tree branching levels ........................ 5
  Worst-skew pair later-pin latency ........................ roughly 1 ns
  Number of buffers added for setup after CTS ........................ 0
  Buffer levels on the longest clock path ........................ 4
  CTS sink cnt ........................ 4171
  CTS tree ........................ built
  Root Driver ........................ clkbuf_16
  Clock Pin Slew Worst Setup and Hold Paths ........................ 0.06 ns
  Post-CTS sizing ........................ 0

[Critical path]
  CP Class ........................ in -> reg
  Data arrival time of the worst path ........................ between 10 and 15 ns
  CP max FO ........................ ~80
  Required time at the worst-slack endpoint ........................ around 24 ns
  CP endpoint kind ........................ register
  Crit start category ........................ input port

[Global routing]
  Antenna violations before repair ........................ 22
  Met1 usage ........................ between 15 and 20%
  Remaining global-route overflow ........................ 0
  Combined global-route utilization of all metal layers ........................ ~17%
  Largest net degree at the start of global routing ........................ approximately 110
  Gr busiest metal ........................ met2
  Global Route met2 Usage ........................ between 20% and 30%
  Routing usage on met3 ........................ approximately 17%
  Via count of the first global-routing pass ........................ approximately 87k
  Global-route wire length before repair ........................ around 620 mm

[Synthesis]
  Flops & latches, synth ........................ roughly 4.2k
  Most common cell in the synthesized netlist ........................ edfxtp_1
  Leading cell types by count after synthesis ........................ edfxtp_1, mux2i_1, a22oi_1
  Area of the mapped netlist ........................ roughly 160000 µm²
  Post-synthesis cell type with the largest combined area ........................ edfxtp_1
  Synth warn ........................ 1
  Yosys Instances ........................ 8196
  Post-synth tally of flip-flops with integrated enable ........................ between 4k and 5k
  Yosys cell types ........................ about 47
  Dominant flop cell ........................ edfxtp_1
  Gate Count Post-Synth ........................ between 8k and 9k
  Max-area cell share ........................ approximately three quarters
  Sequential cell area fraction in the yosys report ........................ approximately 80%
  Avg Inst Size Synth ........................ roughly 20 µm²
  Yosys chip area ........................ around 160000 µm²
  Top area cell types ........................ edfxtp_1, mux2i_1, mux4_2
  Post-synth ARST share ........................ 0%

[Pwr]
  Leakage power ........................ ~66 nW
  Cell Pwr Density ........................ about 86 nW/µm²
  Worst voltage drop across the vdd grid ........................ ~0.084 mV
  Post-layout total power ........................ approximately 16 mW

[Final timing]
  Final min period ........................ around 11 ns
  Ratio of final minimum period to clock period ........................ 46.0%
  Final setup viols ........................ 0
  Slew at the pin closest to its max-slew limit ........................ about 1.2 ns
  Rel. slew slack ........................ 16.8%
  Final worst slack ........................ 12.37 ns
  Post-Route Setup TNS ........................ 0 ns
  Post-Route Skew ........................ 0.127 ns
  Highest achievable clock rate ........................ 0.0950 GHz
  Final Hold Violation Tally ........................ 0
  Final number of max-transition violations ........................ 0
  Unrepaired setup endpoints after global routing ........................ no

[Route]
  Wire length per cell after detailed routing ........................ 27.6 µm
  Post-route antenna net violation count ........................ 0
  DRC violation count after routing ........................ 0
  Detailed-route vias per instance ........................ 5.02
  Drt first pass iters ........................ 7
  Post-detailed-routing wire length ........................ ~440 mm
  Iteration-0 DRC Markers ........................ between 5k and 6k
  Via count ........................ around 80k

[Flow run]
  Number of warnings in the stage logs ........................ 60
  Maximum Capacitance Violations ........................ 0

[Floorplanning]
  Starting density of the core ........................ about 30%
  Area of the chip ........................ 537000 µm²
  Die y size ........................ around 730 µm
  Number of rows created at floorplan ........................ 268
  Core region area ........................ ~530000 µm²
  Die boundary width ........................ about 730 µm
  Count of boundary I/O pins ........................ between 100 and 150

[Final layout]
  Synthesis-to-layout area growth ........................ 15.7%
  Layout cells sized above 1 ........................ between 10% and 20%

[Place]
  DPL Wire Length ........................ 256 mm
  Final weighted congestion in routability-driven placement ........................ ~0.93
  Placement-stage worst setup slack ........................ ~11 ns
  Port-buffer cells ........................ roughly 76

[Min path]
  Hold Crit Class ........................ reg -> reg

[Status]
  Result of the run ........................ completed

----------------------------------------------------
layout make-up:
type / count / area, µm²
fillers: 47900 / 347000
flip-flops and latches: 4171 / 125000
multi-input cells: 3542 / 34300
clock buffers: 504 / 10900
well taps: 7020 / 8780
repair buffers: 472 / 3880
clock inverters: 273 / 2830
diodes: 13 / 32.5
inverters: 1 / 3.75
state kept, by name, indices dropped and copies added (netlist names):
register and count:
write_data1 32, alu_result1 7, mem 4096, mem_write1 4, out 32
layout by cell type (no fill, tap or decap), drive strengths merged, types with 18 or more instances in the layout:
cell type      count
o21ai            123
nand4             39
mux2              55
buf              402
mux4             385
a211oi            23
bufinv            48
clkbuf           504
clkdlybuf4s50     70
a31oi             38
o211ai            32
a22oi            525
nor2b             68
nand3            186
mux2i           1330
nor3              34
nand2            145
a221oi            37
inv               18
a21oi            190
clkinv           195
nor2             181
dfxtp             75
nor4              29
edfxtp          4096
o22ai             48
logic make-up (layout without fill, tap and decap cells):
family                 Yosys count  count (layout)  share of synthesized area (%)
AND-OR/OR-AND                 1046            1046                           4.40
other                            0              13                              0
AND/OR/NAND/NOR                726             726                           2.17
buffers and inverters          483            1250                           1.59
multiplexers                  1770            1770                           14.1
flip-flops                    4171            4171                           77.7
metrics by stage:
stage / hold WS (ns) / std cells / area (µm²) / util [%]
floorplan: 0.738 / 8196 / 160000 / -
global placement: 0.462 / 15200 / 172000 / 32.2
detailed placement: 0.464 / 15200 / 172000 / 32.2
CTS: 0.469 / 16000 / 185000 / 34.8
global route: 0.485 / 16000 / 185000 / 34.8
finish: 0.467 / 16000 / 185000 / 34.8
critical path, stage by stage:
cell and delay [ns]:
buf_16 0.37, buf_4 0.53, buf_4 0.58, buf_12 0.47, buf_4 0.72, buf_4 0.53, buf_4 0.60, buf_4 0.70
mux2i_1 0.29, a22oi_1 0.09, nand4_1 0.29, nand4_1 0.46, nor3_1 0.32, a41oi_1 0.17, buf_4 0.25
per-layer routing:
metal  part of all wire (%)  vias up
met2                     45     5413
met5                   0.45        -
li1                       -    34500
met3                     21      797
met1                     29    39600
met4                    4.6       48
worst paths after layout:
| kind | from | end | slack (ns) | cells after the start |
|---|---|---|---|---|
| worst max-delay path | alu_result[2] | out[23] | 12.37 | 15 |
| worst min-delay path | write_data1[3] | mem[32][3] | 0.47 | 0 |
| worst max register to register | mem_write1[3] | mem[90][4] | 19.17 | 6 |
| worst min register to register | write_data1[3] | mem[32][3] | 0.47 | 0 |
power by group:
part	switching, mW	internal [mW]
logic	0.511	0.224
registers	0.0227	8.40
clock network	2.86	3.94
total	3.39	12.6
No activity file was given, so power comes from the tool's default toggle rates.
